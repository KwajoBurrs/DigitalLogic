### flow/config.mk
export PLATFORM = sky130hd
export DESIGN_NAME = Finaltest
export DESIGN_NICKNAME = Finaltest
export VERILOG_FILES = /design/flow/design.v
export SDC_FILE = /design/flow/constraint.sdc
export NUM_CORES = 4
export LEC_CHECK = 1
export CORE_AREA = 10 10 114 114
export DIE_AREA = 0 0 124 124
### flow/constraint.sdc
current_design Finaltest

set clk_period 1.8
set clk_io_pct 0.2

create_clock -name clk0 -period $clk_period [get_ports {clock}]

set non_clock_inputs [all_inputs -no_clocks]
set_input_delay [expr $clk_period * $clk_io_pct] -clock clk0 $non_clock_inputs
set_output_delay [expr $clk_period * $clk_io_pct] -clock clk0 [all_outputs]
### flow/design.v
module Finaltest(
	input [3:0] A,
	input [3:0] B,
	output [6:0] H1,
	output [6:0] H2,
	output [6:0] H3,
	output [6:0] H4,
	output [6:0] H5,
	output [6:0] H6,
	input clock,
	input reset 
);
reg [6:0] H;
reg [6:0] I;
reg [6:0] J;
reg [6:0] K;
reg [6:0] L;
reg [6:0] M;
assign H1 = ~H;
assign H2 = ~I;
assign H3 = ~J;
assign H4 = ~K;
assign H5 = ~L;
assign H6 = ~M;
reg [3:0] count;
reg C;
wire [4:0] InputSum;
assign InputSum = A + B;
reg x0;
reg x1;
reg x2;
always@(*)
begin
	casex ({InputSum})
	5'b00000 : C = 1'b0;
	5'bxxxx1 : C = 1'b1;
	5'bxxx1x : C = 1'b1;
	5'bxx1xx : C = 1'b1;
	5'bx1xxx : C = 1'b1;
	5'b1xxxx : C = 1'b1;
	default : C = 1'b0;
	endcase
	if(count == 8'd0)
	begin
		case (A) 
		4'h0  : H = 7'h3F;
   		4'h1  : H = 7'h06;
		4'h2  : H = 7'h5B;
		4'h3  : H = 7'h4F;
		4'h4  : H = 7'h66;
		4'h5  : H = 7'h6D;
		4'h6  : H = 7'h7D;
		4'h7  : H = 7'h07;
		4'h8  : H = 7'h7F;
		4'h9  : H = 7'h67;
		4'hA  : H = 7'h77;
		4'hB  : H = 7'h7C;
		4'hC  : H = 7'h39;
		4'hD  : H = 7'h5E;
		4'hE  : H = 7'h79;
		4'hF  : H = 7'h71;
		default : H = 7'h00;
		endcase
		case (B) 
		4'h0  : I = 7'h3F;
   		4'h1  : I = 7'h06;
		4'h2  : I = 7'h5B;
		4'h3  : I = 7'h4F;
		4'h4  : I = 7'h66;
		4'h5  : I = 7'h6D;
		4'h6  : I = 7'h7D;
		4'h7  : I = 7'h07;
		4'h8  : I = 7'h7F;
		4'h9  : I = 7'h67;
		4'hA  : I = 7'h77;
		4'hB  : I = 7'h7C;
		4'hC  : I = 7'h39;
		4'hD  : I = 7'h5E;
		4'hE  : I = 7'h79;
		4'hF  : I = 7'h71;
		default : I = 7'h00;
		endcase
		casex ({A,B})
		8'b00101000 : x2 = 1'b1;  
		8'bxxxxxxx1 : x2 = 1'b0;
		8'bxxxxxx1x : x2 = 1'b0;
		8'bxxxxx1xx : x2 = 1'b0;
		8'bxxxx0xxx : x2 = 1'b0;
		8'bxxx1xxxx : x2 = 1'b0;
		8'bxx0xxxxx : x2 = 1'b0;
		8'bx1xxxxxx : x2 = 1'b0;
		8'b1xxxxxxx : x2 = 1'b0;
		endcase
	end 
	if(count == 8'd1)
	begin
		case (A) 
		4'h0  : J = 7'h3F;
   		4'h1  : J = 7'h06;
		4'h2  : J = 7'h5B;
		4'h3  : J = 7'h4F;
		4'h4  : J = 7'h66;
		4'h5  : J = 7'h6D;
		4'h6  : J = 7'h7D;
		4'h7  : J = 7'h07;
		4'h8  : J = 7'h7F;
		4'h9  : J = 7'h67;
		4'hA  : J = 7'h77;
		4'hB  : J = 7'h7C;
		4'hC  : J = 7'h39;
		4'hD  : J = 7'h5E;
		4'hE  : J = 7'h79;
		4'hF  : J = 7'h71;
		default : J = 7'h00;
		endcase
		case (B) 
		4'h0  : K = 7'h3F;
   		4'h1  : K = 7'h06;
		4'h2  : K = 7'h5B;
		4'h3  : K = 7'h4F;
		4'h4  : K = 7'h66;
		4'h5  : K = 7'h6D;
		4'h6  : K = 7'h7D;
		4'h7  : K = 7'h07;
		4'h8  : K = 7'h7F;
		4'h9  : K = 7'h67;
		4'hA  : K = 7'h77;
		4'hB  : K = 7'h7C;
		4'hC  : K = 7'h39;
		4'hD  : K = 7'h5E;
		4'hE  : K = 7'h79;
		4'hF  : K = 7'h71;
		default : K = 7'h00;
		endcase
		casex ({A,B})
		8'b00011001 : x1 = 1'b1;  
		8'bxxxxxxx0 : x1 = 1'b0;
		8'bxxxxxx1x : x1 = 1'b0;
		8'bxxxxx1xx : x1 = 1'b0;
		8'bxxxx0xxx : x1 = 1'b0;
		8'bxxx0xxxx : x1 = 1'b0;
		8'bxx1xxxxx : x1 = 1'b0;
		8'bx1xxxxxx : x1 = 1'b0;
		8'b1xxxxxxx : x1 = 1'b0;
		endcase
	end
	if(count == 8'd2)
	begin
		case (A) 
		4'h0  : L = 7'h3F;
   		4'h1  : L = 7'h06;
		4'h2  : L = 7'h5B;
		4'h3  : L = 7'h4F;
		4'h4  : L = 7'h66;
		4'h5  : L = 7'h6D;
		4'h6  : L = 7'h7D;
		4'h7  : L = 7'h07;
		4'h8  : L = 7'h7F;
		4'h9  : L = 7'h67;
		4'hA  : L = 7'h77;
		4'hB  : L = 7'h7C;
		4'hC  : L = 7'h39;
		4'hD  : L = 7'h5E;
		4'hE  : L = 7'h79;
		4'hF  : L = 7'h71;
		default : L = 7'h00;
		endcase
		case (B) 
		4'h0  : M = 7'h3F;
   		4'h1  : M = 7'h06;
		4'h2  : M = 7'h5B;
		4'h3  : M = 7'h4F;
		4'h4  : M = 7'h66;
		4'h5  : M = 7'h6D;
		4'h6  : M = 7'h7D;
		4'h7  : M = 7'h07;
		4'h8  : M = 7'h7F;
		4'h9  : M = 7'h67;
		4'hA  : M = 7'h77;
		4'hB  : M = 7'h7C;
		4'hC  : M = 7'h39;
		4'hD  : M = 7'h5E;
		4'hE  : M = 7'h79;
		4'hF  : M = 7'h71;
		default : M = 7'h00;
		endcase
		casex ({A,B})
		8'b10010110 : x0 = 1'b1;  
		8'bxxxxxxx1 : x0 = 1'b0;
		8'bxxxxxx0x : x0 = 1'b0;
		8'bxxxxx0xx : x0 = 1'b0;
		8'bxxxx1xxx : x0 = 1'b0;
		8'bxxx0xxxx : x0 = 1'b0;
		8'bxx1xxxxx : x0 = 1'b0;
		8'bx1xxxxxx : x0 = 1'b0;
		8'b0xxxxxxx : x0 = 1'b0;
		endcase
	end
	if(count == 8'd3)
	begin
		casex ({x2,x1,x0})
		3'b111 : begin H = 7'h06; I = 7'h06; J = 7'h06; K = 7'h06; L = 7'h06; M = 7'h06; end
		3'b0xx : begin H = 7'h40; I = 7'h40; J = 7'h40; K = 7'h40; L = 7'h40; M = 7'h40; end
		3'bx0x : begin H = 7'h40; I = 7'h40; J = 7'h40; K = 7'h40; L = 7'h40; M = 7'h40; end
		3'bxx0 : begin H = 7'h40; I = 7'h40; J = 7'h40; K = 7'h40; L = 7'h40; M = 7'h40; end
		endcase
	end
end
always @(negedge reset, posedge clock) 
begin
	if (!reset) 
	begin
		count <= 8'd0;
	end 
	else if(!C) 
	begin
		count <= 8'd0;
	end
	else if(C)
	begin  
		if (count > 8'd3) 
		begin  
			count <= 8'd3;
		end 
		else 
		begin
			count <= count + 1'b1;
		end
	end 
end
endmodule
### flow/run.sh
#!/bin/bash
# OpenROAD 26Q1-2900-gdf79404cd8, Yosys 0.63+post, stock flow scripts
make -C /OpenROAD-flow-scripts/flow DESIGN_CONFIG=/design/flow/config.mk WORK_HOME=/design/flow/orfs finish
==> reports/results.tsv <==
stage	metric	value	unit
power	Clk pwr share	11.0	%
final_timing	endpoints left unconstrained	87	
clock_tree	CTS Hold Bufs	0	
finish	Top cells excl fill/tap	inv_1, dlxtn_1, clkdlybuf4s50_1	
critical_path	crit path DAT	1.87	ns
routing	WL/cell	10.93	microns
routing	final wirelength	4569	microns
grt	All-Layer GR Usage	5.883	%
grt	first-pass GRT wire length	7376	microns
critical_path	Setup CP Type	primary input to flop	
grt	largest net degree at the start of global routing	18	
synth	Seq cells post-synth	49	
clock_tree	H-tree Lvls	1	
power	sequential share of power	35.2	%
final_timing	min cycle time layout	1.779	ns
final_timing	Final Hold Viols	0	
clock_tree	CTS tree	done	
synth	Post-Syn Area	1798	sq um
clock_tree	clk latency late pin	0.21	ns
flow_run	Tool Warnings	36	
placement	Placed Cells	414	
grt	grt ovf	0	
finish	share of layout cells above drive strength 1	11.35	%
clock_tree	clock buffer depth	2	
final_timing	register pins left without a clock	45	
worst_hold_path	Hold Crit Class	primary input to asynchronous set/reset pin	
routing	via count	1548	
die	Core Rows	37	
finish	FILL cells	1119	
finish	top logic cell by instance count in the layout	inv_1	
routing	remaining antenna violation count	0	
clock_tree	TritonCTS Buffers	3	
placement	RD Place Congestion	0.8243	
routing	ant diodes	0	
critical_path	Crit. End Element	flop	
power	worst vdd ir	0.3251	mV
power	internal power	1.159	mW
synth	Area leader share	37.58	%
synth	area leader, netlist	dlxtn_1	
final_timing	cycle use final	98.85	%
die	core area	10420	sq um
die	die area	15380	sq um
final_timing	max-slew violations	0	
placement	Final HPWL DP	3786	microns
run_status	status	complete, no violations	
finish	Post-Layout Cell Count	418	
synth	synth unique cells	38	
synth	Dominant flop cell	dlxtn_1	
power	Final Power	1.667	mW
synth	top cells, area	dlxtn_1, ha_1, inv_1, dfrtp_1, a211oi_1	
power	leak pwr	1.346	nW
placement	post-place instance area	2550	sq um
critical_path	CP max FO	3	
synth	Synth Instances	222	
die	Pre-Place Util	17.26	%
power	Sw Pwr	0.5078	mW
critical_path	type of origin of the critical path	primary input	
flow_run	max-cap viol count	0	
final_timing	Fmax	0.5620	GHz
routing	Vias/cell	3.703	
final_timing	Worst Tran Pin Value	0.5399	ns
placement	number of port buffers	51	
die	Die W	124	microns
final_timing	RSZ-0062 raised after global routing	true	
routing	initial DRC count	82	
finish	post-route cell area	2631	sq um
die	top-level I/O count	52	
power	PD cells	633.4	nW/um^2
synth	Post-synth ARST share	8.163	%
routing	drt first pass iters	4	
final_timing	Final setup viols	0	
synth	yosys warns	4	
routing	# DRC	0	
power	power share of the combinational group	53.8	%
power	Sw Ratio	30.47	%
critical_path	CP Data Required Time	1.89	ns
synth	Yosys Instances	222	
synth	yosys stat area	1798	sq um
die	die height	124	microns
synth	Post-synth EDFFs	0	
final_timing	clk_skew	0.0005300	ns
grt	initial antenna violation count	0	
grt	number of global-route vias before repair	1506	
finish	Area growth, synth to finish	46.35	%
clock_tree	CTS root buf	clkbuf_8	
final_timing	relative slew slack	63.55	%
finish	final core occ	25.26	%
synth	Avg Inst Size Synth	8.099	sq um
clock_tree	Clock Pin Slew Worst Setup and Hold Paths	0.03	ns
[routing by layer]
layer	global-route usage [%]	vias up	wire, microns	share of wire (%)
li1	-	821	-	-
met1	8.376	687	2149	47
met2	9.636	38	2066	45
met3	0.9183	2	335	7.3
met4	0.5036	0	17	0.37
met5	0	-	0	0
[path summary, 6_finish.rpt]
check / from / endpoint / slack (ns) / cells after the start
max: A[0] / count[1] / 0.02 / 6
min: reset / count[0] / 0.35 / 1
max reg2reg: count[0] / count[2] / 0.42 / 3
min reg2reg: count[0] / count[0] / 0.51 / 1
max in group asynchronous: reset / count[2] / 1.29 / 1
min in group clk0: count[0] / count[0] / 0.51 / 1
[layout make-up]
cell class	count	area, sq um	area share [%]
Multi-Input combinational cell	114	838.3	31.86
Sequential cell	49	775.7	29.48
Timing Repair Buffer	64	610.6	23.20
Inverter	52	195.2	7.418
Tap cell	136	170.2	6.467
Clock buffer	3	41.29	1.569
[through the flow]
stage	TNS (ns)	hold WS (ns)	setup WS (ns)
floorplan	0	0.06441	0.01619
global placement	-1.519	0.5030	-0.5073
CTS	0	0.3492	0.02200
detailed placement	-1.714	0.5150	-0.5732
global route	-0.07186	0.3615	-0.04206
finish	0	0.3476	0.02079
[sequential cells by signal (all words and copies together) (netlist names), 4 cells and up]
signal / cells
M: 7
I: 7
J: 7
H: 7
count: 4
L: 7
K: 7
[cell usage after synthesis, types with 2 or more instances]
cell / number
dfrtp_1: 4
a211oi_1: 9
o211ai_1: 2
dlxtn_1: 45
nor3_1: 3
and2_1: 2
mux2_2: 2
a21oi_1: 7
o21ai_1: 4
nand3_1: 4
inv_1: 52
ha_1: 17
nor2_1: 16
nand4b_1: 2
o21ai_0: 8
nor3b_1: 2
nand2_1: 11
clkbuf_1: 7
nor2b_1: 5
or2_2: 2
[critical path, stage by stage]
cell	delay [ns]
buf_8	0.10
ha_4	0.15
fa_1	0.44
or4_4	0.44
a211oi_4	0.29
nor2_1	0.09
[power by group through the flow]
| stage | registers, mW | clock network [mW] | logic, mW |
|---|---|---|---|
| 6_report | 0.587 | 0.184 | 0.896 |
| 5_1_grt | 0.617 | 0.202 | 1.02 |
| 4_1_cts | 0.589 | 0.190 | 0.915 |
[logic make-up after synthesis]
family | count (synthesis) | share of synthesized area, %
mux | 3 | 1.809
simple gates | 53 | 15.52
flops | 4 | 5.567
latches | 45 | 37.58
fa+ha+maj | 18 | 12.94
compound gates | 39 | 14.06
other cells | 1 | 0.2086
buf+inv | 59 | 12.32
[timing repair]
item,CTS,global route
resized,14,13
setup endpoints to repair,3,3
buffers inserted,1,0
pin swaps,3,5
Power figures rest on the tool's default switching activity, not on a simulated workload.
